### design/flow/run.sh
#!/bin/bash
# OpenROAD 26Q1-2900-gdf79404cd8, Yosys 0.63+post, stock flow scripts
make -C /OpenROAD-flow-scripts/flow DESIGN_CONFIG=/design/flow/config.mk WORK_HOME=/design/flow/orfs finish
### design/flow/config.mk
export PLATFORM = sky130hd
export DESIGN_NAME = down_counter
export DESIGN_NICKNAME = down_counter
export VERILOG_FILES = /design/flow/design.v
export SDC_FILE = /design/flow/constraint.sdc
export NUM_CORES = 4
export LEC_CHECK = 1
export CORE_AREA = 10 10 83 83
export DIE_AREA = 0 0 93 93
### design/flow/constraint.sdc
current_design down_counter

set clk_period 3.1
set clk_io_pct 0.2

create_clock -name clk0 -period $clk_period [get_ports {clk}]

set non_clock_inputs [all_inputs -no_clocks]
set_input_delay [expr $clk_period * $clk_io_pct] -clock clk0 $non_clock_inputs
set_output_delay [expr $clk_period * $clk_io_pct] -clock clk0 [all_outputs]
### design/flow/design.v
module down_counter(lsrf_out,enable,clk,countdown);
	input [12:0]lsrf_out;
	input enable;
	input clk;	
	output reg [12:0]countdown;
	always @(posedge clk)
	begin
		if (enable == 0) begin
			countdown = lsrf_out;
			end
		else if (enable == 1) begin
			if (countdown > 0);
				countdown = countdown - 1;
			end
	end
endmodule
==> out/metrics.yaml <==
final_cell_mix: "clkdlybuf4s50_1 (27), dfxtp_1 (13), nor2_1 (12), a31oi_1 (9), or4_1 (6)"
n_fill_cell: 598
rows: 26
netlist_instances: 74
chipArea_um2: 8649
ios: 28
synth.distinct_cells: 20
tns_ns: 0
worst_pin_slew_ns: 0.5446
cts_max_path_buffers: 2
vias: 641
gp_congestion: 0.7607
dp_hpwl_um: 1577
finalClockSkew_ns: 0.0005043
core_um2: 5140
largest_register_ffs: 13
warnings: 25
drc: 0
worst_setup_path_end_kind: "register"
ctsResizeCount: 0
wirelength_um: 1930
hold_violations: 0
cts_buffers: 3
p_per_area_nw_per_um2: 441.4
grt_pass1_wl_um: 3374
status: "finished clean"
antenna_found_initial: 0
via_per_inst: 3.727
postSynthSeqShare: 0.4119
cp_top_family: "simple AND/OR/NAND/NOR gates"
ys_area_um2: 631.9
fin_area_um2: 1027
postCtsSetupRepairBufs: 0
hold_class: "reg2reg"
drv_slew: 0
dr.pass1.iters: 4
period_used_share: 0.5955
clk_root_buffer_cell: "clkbuf_8"
slew_headroom: 0.6358
critical_path_required_ns: 3.27
final_common_cell: "clkdlybuf4s50_1"
grt_usage: 0.04782
path_max_fanout: 6
postSynthAreaPerCell_um2: 8.539
ys_warn_count: 1
fin_cells: 172
dp.cells: 168
final_core_util: 0.1999
power.static_leakage_nw: 0.3402
yosysCellCount: 74
hold_buffers: 0
arrival_ns: 2.02
die_y_um: 93
cp-start-kind: "register"
drive_gt1_frac: 0.08824
power_mw: 0.4534
crit_type: "reg2reg"
clkLatencyLatePin_ns: 0.24
areaGrowthSynthToFinish_pct: 62.58
min_period_ns: 1.846
grt_pass1_vias: 665
vdd_drop_max_uv: 179.1
synth_flops: 13
worstPathCellList: "inv_1 > ha_1 > or4b_1 > or4_1 > a31oi_1"
wl_per_cell_um: 11.22
syn-cell-area_um2: 631.9
grt_max_degree: 17
rsz0062_at_grt: "false"
cpMaxStageDelayCell: "or4b_1"
max_cap_violations: 0
cts_tree: "done"
die_width_um: 93
diodes: 0
setup_viol: 0
cp_num_buf_inv: 1
clk_pin_slew_ns: 0.05
place_area_um2: 982.2
final_antenna_net_count: 0
pre_cts_slack_ns: 1.134
fp_util: 0.1229
drtIter0Drc: 31
max_freq_ghz: 0.5417
comb_area_um2: 349.1
htree_levels: 1
critPathMaxStageDelay_ns: 0.54
cts.sinks: 13
setup_slack_ns: 1.254
grt-ovfl-total: 0
register_area_um2: 260.3
portBuffers: 27
fin_hold_ws_ns: 0.4978
-- power breakdown --
part	switching [mW]	internal, mW
logic	0.0302	0.0659
clock network	0.0583	0.0906
registers	0.0222	0.186
total	0.111	0.343
-- worst paths after layout --
| check | endpoint | from | slack, ns | cells after the start |
|---|---|---|---|---|
| hold reg to reg | countdown[12]$_DFF_P_ | countdown[12]$_DFF_P_ | 0.50 | 2 |
| setup / recovery | countdown[12]$_DFF_P_ | countdown[0]$_DFF_P_ | 1.25 | 5 |
| setup reg to reg | countdown[12]$_DFF_P_ | countdown[0]$_DFF_P_ | 1.25 | 5 |
| hold / removal | countdown[12]$_DFF_P_ | countdown[12]$_DFF_P_ | 0.50 | 2 |
-- final cells by class --
class / instances / share of cell area
Clock buffer: 4 / 0.04385
Multi-Input combinational cell: 55 / 0.3398
Inverter: 2 / 0.007308
Timing Repair Buffer: 28 / 0.2704
Tap cell: 70 / 0.08526
Sequential cell: 13 / 0.2533
-- synth_stat cells, drive strengths merged --
library cell | count | area [um^2]
a21oi | 3 | 15.01
a31oi | 9 | 56.30
clkbuf | 4 | 15.01
dfxtp | 13 | 260.3
ha | 1 | 12.51
inv | 2 | 7.510
mux2 | 1 | 11.26
nand2b | 2 | 12.51
nor2 | 12 | 45.04
nor3b | 1 | 7.510
o21ai | 3 | 15.01
o31ai | 5 | 37.54
or2 | 2 | 12.51
or3 | 5 | 31.28
or4 | 8 | 65.06
or4b | 1 | 10.01
xnor2 | 1 | 8.760
xor2 | 1 | 8.760
-- worst reg2reg max path: stages, from the launching register on --
cell and delay [ns]:
dfxtp_1 0.32, inv_1 0.07, ha_1 0.20, or4b_1 0.54, or4_1 0.49, a31oi_1 0.16
-- cells by family (layout without fill, tap and decap cells) --
group                    Yosys count  after routing  synth area share
buffers and inverters              6             34           0.03564
flip-flops                        13             13            0.4119
AND/OR/NAND/NOR                   31             31            0.2911
multiplexers                       1              1           0.01782
AND-OR/OR-AND                     20             20            0.1960
XOR/XNOR                           2              2           0.02773
adder cells (fa/ha/maj)            1              1           0.01980
-- per-layer routing --
layer / GRT usage / wire length [um] / up-vias
li1: - / - / 337
met1: 0.06314 / 968 / 275
met2: 0.06951 / 736 / 27
met3: 0.02666 / 212 / 2
met4: 0.003856 / 11 / 0
met5: 0 / 0 / -
Power is estimated from default activity; no workload was simulated.
