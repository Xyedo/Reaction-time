[flow/run.sh]
#!/bin/bash
# OpenROAD 26Q1-2900-gdf79404cd8, Yosys 0.63+post, stock flow scripts
make -C /OpenROAD-flow-scripts/flow DESIGN_CONFIG=/design/flow/config.mk WORK_HOME=/design/flow/orfs finish
[flow/constraint.sdc]
current_design clk_div

set clk_period 6.8
set clk_io_pct 0.2

create_clock -name clk0 -period $clk_period [get_ports {clk50M}]

set non_clock_inputs [all_inputs -no_clocks]
set_input_delay [expr $clk_period * $clk_io_pct] -clock clk0 $non_clock_inputs
set_output_delay [expr $clk_period * $clk_io_pct] -clock clk0 [all_outputs]
[flow/design.v]
module clk_div(clk50M, clk1k);
	input clk50M;
	output reg clk1k;
	reg [27:0] count=28'b0;
	parameter pembagi = 28'd50000;
	always @ (posedge clk50M) begin
		count = count +1'b1;
		if (count >=(pembagi-1))
			count = 28'd0;
		clk1k = (count < pembagi/2)? 1'b1:1'b0;
		end
endmodule
[flow/config.mk]
export PLATFORM = sky130hd
export DESIGN_NAME = clk_div
export DESIGN_NICKNAME = clk_div
export VERILOG_FILES = /design/flow/design.v
export SDC_FILE = /design/flow/constraint.sdc
export NUM_CORES = 4
export LEC_CHECK = 1
export CORE_AREA = 10 10 89 89
export DIE_AREA = 0 0 99 99
==> run notes <==
run metrics: clock share of power=0.459, Num CTS Buffers=5, main flop type=dfxtp_1, grt ovf=0, Pint=268 uW, P_leak=0.000604 uW, Rows=28, Yosys Warn Count=1, DP Area=1820 um2, Clock Latency Late Sink=0.28 ns, max cap viols=0, Pwr Density=175 nW/um2, min Tclk post-route=3.02 ns, Comb gate area=1100 um2, register bit count reported by yosys=29, maximum VDD drop=0.103 mV, Post-CTS Setup Repair Bufs=0, Core Area=5990 um2, Routed Antenna Nets=0, first-pass GRT wire length=5930 um, GRT Overall Usage=0.0694, DR vias/cell=5.04, via count=1386, mapped cell area=1740 um2, Slew headroom=0.527, vias in the first global route=1249, clock sink count=29, number of synthesized flops with an enable pin=0, TritonCTS clock tree=built, final hold slack=0.535 ns, layout cells sized above 1=0.165, Final Skew=0.00758 ns, initial antenna violation count=0, IO Count=2, Layout Utilization=0.321, Max Freq=0.331 GHz, signal arrival time at the worst endpoint=3.21 ns, Starting Density=0.291, Crit Path Max Fanout=14, Psw=69.0 uW, vertical die size=99 um, Layout fillers=606, area share, top type=0.333, RSZ-0062 raised after global routing=false, Yosys top cell by instances=dfxtp_1, worst-margin pin slew=0.710 ns, largest net degree at the start of global routing=15, Worst setup EP type=flop, sequential fraction of the synthesis area=0.333, largest stage delay on the critical path=0.87 ns, instance tally after logic synthesis=191, count of hold buffers inserted by post-cts repair=0, CTS Buffer Depth=2, sw frac=0.205, Final setup viols=0, htree depth=2, Yosys chip area=1740 um2, yosys stat cell total=191, DR iter-0 viols=175, final cycle utilization of the critical path=0.444, Final Hold Vio Count=0, logic gate share of total power=0.016, root buffer cell=clkbuf_8, # port buffers=1, top cell type by total area after synthesis=dfxtp_1, Ant. Diodes=0, Total Wirelength=3340 um, post-DP HPWL=2380 um, synthesized area per cell=9.13 um2, Worst Hold Class=reg -> reg, fin area=1920 um2, number of detailed-route iterations in the first pass=4, WS Path Type=reg -> reg, Setup TNS=0 ns, startpoint types=flop, Post-CTS Resized=0, Final GP Congestion=0.895, status=finished, final reports clean, asr flop ratio synth=0, Synth-to-Final Area Change=10.3%, Die ar.=9800 um2, Clock Pin Slew Worst Setup and Hold Paths=0.06 ns, wire per inst=12.1 um, synth top area cells=dfxtp_1, a211oi_2, xnor2_1, nor2_1, nand2_1, OpenROAD warning count=26, Register Area=581 um2, detailed-route DRC error count=0, sequential power share=0.525, CP Data Required Time=6.98 ns, max-slew violation count=0, slowest CP cell=or4_1, CP cell instances=nand4_1 > nor2_1 > and3_2 > a31oi_1 > or4_1 > a211oi_1, Cell Type Count=59, Synth top cells by count=dfxtp_1, nor2_1, nand2_1, die width=99 um
## routing by layer
metal | wire [um] | part of all wire | vias to the layer above | GRT usage
met5 | 0 | 0 | - | 0
met4 | 70 | 0.021 | 0 | 0.0154
met3 | 110 | 0.033 | 5 | 0.0113
met2 | 1470 | 0.44 | 20 | 0.100
met1 | 1680 | 0.50 | 629 | 0.105
li1 | - | - | 732 | -
## power groups by stage
stage | Combinational [uW] | Sequential (uW) | Clock, uW
4_1_cts | 5.46 | 177 | 159
5_1_grt | 6.35 | 177 | 166
6_report | 5.39 | 177 | 154
## critical path: cells and delay by family (launching register included)
family	cells	cell delay [ns]
AOI/OAI and AO/OA	2	0.37
and+or+nand+nor	4	2.09
DFF	1	0.46
## layout by cell type, fill, tap and decap left out, types with 4 or more instances in the layout
cell      netlist  final
nor2_1         14     14
a211oi_2       10     10
a211oi_1        5      5
or4_1           4      4
nand4_1         6      6
dfxtp_1        29     29
nand3_1         6      6
conb_1          1     12
a31oi_1         4      4
a21oi_1         5      5
nand2_1        12     12
nor3_1          5      5
xnor2_1        11     11
inv_1           5      5
clkbuf_8        0      7
nor4_1          5      5
## metrics by stage
stage	total power (uW)	instances	worst slack (ns)
after global routing	350	275	3.44
after floorplan	185	202	4.37
final	337	275	3.78
after detailed placement	186	267	3.80
after global placement	186	267	3.85
after CTS	342	275	3.79
## state kept, by name, summed over array words and instances (netlist names)
signal / cells
count: 28
clk1k: 1
## cell type report
cell class | count | area share
clock inverter | 1 | 0.00260
sequential | 29 | 0.302
timing repair buffer | 3 | 0.0130
multi-input combinational | 155 | 0.574
clock buffer | 7 | 0.0501
tap | 75 | 0.0488
inverter | 5 | 0.00976
## final timing paths
check | startpoint | endpoint | slack, ns | cells past startpoint
max reg2reg | count[3] | count[3] | 3.78 | 6
min | count[0] | count[0] | 0.54 | 1
max | count[3] | count[3] | 3.78 | 6
min reg2reg | count[0] | count[0] | 0.54 | 1
## cell families after synthesis
group,share of synthesized area
buf+inv,0.0581
flops,0.333
fa+ha+maj,0.0201
mux,0.0172
compound gates,0.207
xor+xnor,0.0653
simple gates,0.298
other cells,0.00215
Power and IR drop assume default switching activity.
