[run.sh]
#!/bin/bash
# OpenROAD 26Q1-2900-gdf79404cd8, Yosys 0.63+post, stock flow scripts
make -C /OpenROAD-flow-scripts/flow DESIGN_CONFIG=/design/flow/config.mk WORK_HOME=/design/flow/orfs finish
[config.mk]
export PLATFORM = sky130hd
export DESIGN_NAME = binary_to_bcd
export DESIGN_NICKNAME = binary_to_bcd
export VERILOG_FILES = /design/flow/design.v
export SDC_FILE = /design/flow/constraint.sdc
export NUM_CORES = 4
export LEC_CHECK = 1
export CORE_AREA = 10 10 103 103
export DIE_AREA = 0 0 113 113
[constraint.sdc]
current_design binary_to_bcd

set clk_period 12.8
set clk_io_pct 0.2

create_clock -name clk0 -period $clk_period

set non_clock_inputs [all_inputs -no_clocks]
set_input_delay [expr $clk_period * $clk_io_pct] -clock clk0 $non_clock_inputs
set_output_delay [expr $clk_period * $clk_io_pct] -clock clk0 [all_outputs]
[design.v]
module binary_to_bcd (biner,ribuan,ratusan,puluhan,satuan);
	input [11:0] biner;
	output reg [3:0] 	ribuan,
							ratusan,
							puluhan,
							satuan;
	integer i;
	always @ (biner)
	begin
		ribuan=4'd0;
		ratusan=4'd0;
		puluhan=4'd0;
		satuan=4'd0;
		for (i=11; i>=0; i=i-1) begin
			if (ribuan >=5)
				ribuan=ribuan+3;
			if	(ratusan >=5)
				ratusan = ratusan+3;
			if (puluhan >=5)
				puluhan=puluhan+3;
			if	(satuan >=5)
				satuan = satuan+3;
			ribuan = ribuan << 1;
			ribuan[0]=ratusan[3];
			ratusan = ratusan << 1;
			ratusan[0] =puluhan[3];
			puluhan = puluhan <<1;
			puluhan[0] = satuan[3];
			satuan = satuan << 1;
			satuan[0] =biner[i];
		end
	end
endmodule
==> flow_summary.ini <==
; physical design summary
[worst_hold_path]
hold_depth = 0
hp-class = input pin to primary output
hold_path_end = satuan[0]
worstHoldStart = biner[0]

[routing]
drt-initial-drc-count = 172
wl_mm = 5.885
firstDrtPassIters = 4
antenna_left = 0
drc = 0
routedWlPerCell_um = 11.79
vias_per_cell = 5.535
dr_total_vias = 2762
n_antenna_cell = 0

[global_route]
grt_pass1_wl_mm = 10.10
grt-ovfl-total = 0
grt_pass1_vias = 2316
grt_max_degree = 21
antenna_found_initial = 0
grt_use_total_pct = 8.462

[critical_path]
cp-end-kind = primary output
critPathMaxFanout = 10
cp_slowest_cell = clkdlybuf4s50_1
critPathBufInv = 7
crit_family = AND-OR/OR-AND gates
cp.required_ns = 10.24
cpPeakStageDelay_ns = 0.47
worst-setup-path-type = input pin to primary output
startpoint_type = input pin
arrival_ns = 9.73

[floorplan]
io_pins = 28
die-area_um2 = 12770
num_rows = 33
coreArea_um2 = 8299
initial_core_util_pct = 30.80
die_h_um = 113
die_w_um = 113

[cells_and_area]
seq_area_um2 = 0
syn_to_final_growth_pct = 17.87
flops = 0
clock_buffers = 0
fillers = 838
mostFrequentLayoutCells = 39 x nor2_1, 33 x nand2_1, 28 x a21oi_1
lay_top_count = nor2_1
layout-drive-gt1-share_pct = 15.23

[synth]
area_leaders = ha_1 7.8%, nor2_1 5.7%, a21oi_1 5.7%, nand2_1 5.0%, o21ai_0 4.5%
avgSynthCellArea_um2 = 6.780
ys_cells = 377
yosys-stat-area_um2 = 2556
synthCells = 377
ys_warn_count = 1
synth_seq_share_pct = 0
largest_area_cell = ha_1
synth_cell_types = 80
syn_area_um2 = 2556
synth_top_area_share_pct = 7.832

[sta]
drv_slew = 0
finalSetupViolCount = 0
finalCritPeriodShare_pct = 96.00
setup_tns_ns = 0
slew_headroom_pct = 55.27
whs_ns = 5.120
max_clock_freq_mhz = 81.38
timing_hold_violations_final = 0
period_minus_slack_ns = 12.29
worst_pin_slew_ns = 0.6688

[pwr]
ir_worst_vdd_v = 0.0001592
p_per_area_nw_per_um2 = 325.5
cellLeakagePower_nw = 1.209
p_comb_share_pct = 100.0
swShare_pct = 47.56
p_int_mw = 0.5143
power_switching_mw = 0.4664
seq_power_share_pct = 0
p_clk_share_pct = 0

[place]
port-buffer-count = 25
gp_congestion = 0.8811
hpwl_mm = 4.581

[run]
tool_warnings = 36
cap_violations = 0

[status]
status = finished clean

[clocking]
cts_hold_buffers = 0
==> cell families after synthesis <==
| kind of cell | share of synthesized area [%] |
|---|---|
| buf+inv | 8.321 |
| compound gates | 44.15 |
| xor+xnor | 5.629 |
| fa+ha+maj | 7.832 |
| other cells | 0.1467 |
| mux | 6.951 |
| simple gates | 26.97 |
==> per-stage QoR <==
stage | util (%) | setup WS [ns] | instances | cell area [um^2] | power [mW]
after floorplan | - | 0.9319 | 377 | 2556 | 0.6379
after global placement | 34.83 | 0.2341 | 495 | 2890 | 0.9461
after detailed placement | 34.83 | 0.02076 | 495 | 2890 | 0.9549
after CTS | 34.83 | 0.01091 | 495 | 2890 | 0.9582
after global routing | 36.30 | -0.04237 | 499 | 3013 | 1.106
final | 36.30 | 0.5117 | 499 | 3013 | 0.9807
==> per-layer routing <==
metal | up-vias | global-route usage (%) | share of wire [%]
met1 | 1250 | 12.17 | 51
li1 | 1451 | - | -
met4 | 0 | 0.1692 | 0
met2 | 61 | 14.17 | 45
met5 | - | 0 | 0
met3 | 0 | 0.6410 | 4.3
==> worst max-delay path by stage <==
stage	startpoint	to	depth (start not counted)
after CTS	biner[9]	ratusan[3]	38
after global routing	biner[10]	ribuan[0]	40
final	biner[10]	ratusan[3]	37
==> power by group through the flow <==
stage / clock network, mW / logic, mW / registers [mW]
5_1_grt: 0 / 1.11 / 0
4_1_cts: 0 / 0.958 / 0
6_report: 0 / 0.981 / 0
==> what timing repair did <==
| action | CTS | global route |
|---|---|---|
| hold endpoints to repair | 0 | 0 |
| resized | 0 | 22 |
| endpoints found under the setup margin | 0 | 9 |
| setup buffers | 0 | 4 |
==> final cells by class <==
type	count	area (um^2)	share of cell area, %
inverters	28	105.1	3.488
multi-input cells	329	2430	80.65
well taps	105	131.4	4.360
repair buffers	37	346.6	11.50
==> Yosys cell counts, drive strengths merged (4+ instances only) <==
master  number
nand2       34
o211ai       8
o21ai       29
xnor2       10
nand2b       9
nand3        9
buf          7
a21oi       32
mux2         5
mux2i       11
ha          16
a211oi       7
o31ai        4
a21boi       4
and2        10
o22ai        8
nor3         8
clkbuf      13
and3         5
nor2        40
a21o         7
a31oi        7
o21bai       4
inv         28
Power and IR drop assume default switching activity.
